### ./run.sh
#!/bin/bash
# OpenROAD 26Q1-2900-gdf79404cd8, Yosys 0.63+post, stock flow scripts
make -C /OpenROAD-flow-scripts/flow DESIGN_CONFIG=/design/flow/config.mk WORK_HOME=/design/flow/orfs finish
### ./config.mk
export PLATFORM = sky130hd
export DESIGN_NAME = testtest
export DESIGN_NICKNAME = testtest
export VERILOG_FILES = /design/flow/design.v
export SDC_FILE = /design/flow/constraint.sdc
export NUM_CORES = 4
export LEC_CHECK = 1
export CORE_UTILIZATION = 40
### ./constraint.sdc
current_design testtest

set clk_period 5.5
set clk_io_pct 0.2

create_clock -name clk0 -period $clk_period [get_ports {clk50}]

set non_clock_inputs [all_inputs -no_clocks]
set_input_delay [expr $clk_period * $clk_io_pct] -clock clk0 $non_clock_inputs
set_output_delay [expr $clk_period * $clk_io_pct] -clock clk0 [all_outputs]
### ./design.v
`timescale 1ns / 1ps
module ALU(
    input [7:0] a,
    input [7:0] b,
    input m,
    output [7:0] out
    );
	 wire [7:0] add;
	 multibit_adder T1(a, b, add);
	 assign out = add;
endmodule
`timescale 1ns / 1ps
module BCDto7(
    input [3:0] BCD,
    output reg[6:0] seg
    );
	always@(BCD) begin
		case(BCD)
			4'd0: seg = 7'b0111111;
			4'd1: seg = 7'b0000110;
			4'd2: seg = 7'b1011011;
			4'd3: seg = 7'b1001111;
			4'd4: seg = 7'b1100110;
			4'd5: seg = 7'b1101101;
			4'd6: seg = 7'b1111101;
			4'd7: seg = 7'b0000111;
			4'd8: seg = 7'b1111111;
			4'd9: seg = 7'b1101111;
			4'd10: seg = 7'b1110111;
			4'd11: seg = 7'b1011110;
			4'd12: seg = 7'b0111001;
			4'd13: seg = 7'b1001110;
			4'd14: seg = 7'b1111001;
			4'd15: seg = 7'b1110001;
			default: seg = 7'd0;
		endcase
	end
endmodule
`timescale 1ns / 1ps
module Control(
    input [1:0] op,
    output reg Branch,
    output reg MemtoReg,
    output reg MemRead,
    output reg MemWrite,
    output reg ALUOp,
    output reg ALUSrc,
    output reg RegWrite,
    output reg RegDst
    );
	 always @* begin
		if(op == 2'b00) begin
			RegDst = 1'b1;
			RegWrite = 1'b1;
			ALUSrc = 1'b0;
			Branch = 1'b0;
			MemRead = 1'b0;
			MemWrite = 1'b0;
			MemtoReg = 1'b0;
			ALUOp = 1'b1;
		end
		else if(op == 2'b01) begin
			RegDst = 1'b0;
			RegWrite = 1'b1;
			ALUSrc = 1'b1;
			Branch = 1'b0;
			MemRead = 1'b1;
			MemWrite = 1'b0;
			MemtoReg = 1'b1;
			ALUOp = 1'b0;
		end
		else if(op == 2'b10) begin
			RegDst = 1'b1;
			RegWrite = 1'b0;
			ALUSrc = 1'b1;
			Branch = 1'b0;
			MemRead = 1'b0;
			MemWrite = 1'b1;
			MemtoReg = 1'b0;
			ALUOp = 1'b0;
		end
		else begin
			RegDst = 1'b1;
			RegWrite = 1'b0;
			ALUSrc = 1'b0;
			Branch = 1'b1;
			MemRead = 1'b0;
			MemWrite = 1'b0;
			MemtoReg = 1'b0;
			ALUOp = 1'b0;
		end
	 end
endmodule
`timescale 1ns / 1ps
module DataMemory(
    input [7:0] Address,
    input [7:0] WriteData,
    input MemRead,
    input MemWrite,
	 input reset,
	 input clk,
    output [7:0] ReadData,
	 output led
    );
	 assign led = reset;
	 reg [7:0] data [31:0];
	 initial begin
		data[0] = 8'd0;
		data[1] = 8'd1;
		data[2] = 8'd2;
		data[3] = 8'd3;
		data[4] = 8'd4;
		data[5] = 8'd5;
		data[6] = 8'd6;
		data[7] = 8'd7;
		data[8] = 8'd8;
		data[9] = 8'd9;
		data[10] = 8'd10;
		data[11] = 8'd11;
		data[12] = 8'd12;
		data[13] = 8'd13;
		data[14] = 8'd14;
		data[15] = 8'd15;
		data[16] = 8'd0;
		data[17] = 8'b11111111;
		data[18] = 8'b11111110;
		data[19] = 8'b11111101;
		data[20] = 8'b11111100;
		data[21] = 8'b11111011;
		data[22] = 8'b11111010;
		data[23] = 8'b11111001;
		data[24] = 8'b11111000;
		data[25] = 8'b11110111;
		data[26] = 8'b11110110;
		data[27] = 8'b11110101;
		data[28] = 8'b11110100;
		data[29] = 8'b11110011;
		data[30] = 8'b11110010;
		data[31] = 8'b11110001;
	end
	always @(posedge reset or posedge clk) begin
		if(reset==1) begin
			data[0] = 8'd0;
			data[1] = 8'd1;
			data[2] = 8'd2;
			data[3] = 8'd3;
			data[4] = 8'd4;
			data[5] = 8'd5;
			data[6] = 8'd6;
			data[7] = 8'd7;
			data[8] = 8'd8;
			data[9] = 8'd9;
			data[10] = 8'd10;
			data[11] = 8'd11;
			data[12] = 8'd12;
			data[13] = 8'd13;
			data[14] = 8'd14;
			data[15] = 8'd15;
			data[16] = 8'd0;
			data[17] = 8'b11111111;
			data[18] = 8'b11111110;
			data[19] = 8'b11111101;
			data[20] = 8'b11111100;
			data[21] = 8'b11111011;
			data[22] = 8'b11111010;
			data[23] = 8'b11111001;
			data[24] = 8'b11111000;
			data[25] = 8'b11110111;
			data[26] = 8'b11110110;
			data[27] = 8'b11110101;
			data[28] = 8'b11110100;
			data[29] = 8'b11110011;
			data[30] = 8'b11110010;
			data[31] = 8'b11110001;
		end
		else if(MemWrite==1) begin
			data[Address] = WriteData;
		end
	end
	assign ReadData = data[Address];
endmodule
`timescale 1ns / 1ps
module FreqDivider(
    input clkin,
    output reg clkout
    );
	initial begin
		clkout = 1'b0;
	end
	reg [31:0] cnt=32'd0;
	always@(posedge clkin) begin
		if(cnt==32'd25000000) begin
			cnt<=32'd0;
			clkout<=~clkout;
		end else begin
			cnt<=cnt+1;
		end
	end
endmodule
`timescale 1ns / 1ps
module Main(
    input clk50,
    input [7:0] instruction,
	 input reset,
    output [7:0] ReadAddress,
	 output [6:0] seg_ten,
	 output [6:0] seg_one,
	 output led,
	 output ledclk
    );
	 wire clk;
	 wire Branch;
	 wire MemtoReg;
	 wire MemRead;
	 wire MemWrite;
	 wire ALUOp;
	 wire ALUSrc;
	 wire RegWrite;
	 wire RegDst;
	 wire[7:0] extended;
	 wire[1:0] WriteReg;
	 wire[7:0] RegWriteData;
	 wire[7:0] ReadData1;
	 wire[7:0] ReadData2;
	 wire[3:0] BCD_ten;
	 wire[3:0] BCD_one;
	 wire[7:0] ALUin;
	 wire[7:0] Address;
	 wire[7:0] ReadDataMem;
	 wire[7:0] PC_in;
	 wire[7:0] PC_out;
	 wire[7:0] nextPC;
	 wire[7:0] AddtoMux;
	 assign ReadAddress = PC_out;
	 assign ledclk = clk;
	 FreqDivider T0(clk50, clk);
	 Control T1(instruction[7:6], Branch, MemtoReg, MemRead, MemWrite, ALUOp, ALUSrc, RegWrite, RegDst);
	 SignExtend T2(instruction[1:0], extended);
	 Mux2 T3(instruction[3:2], instruction[1:0], RegDst, WriteReg);
	 Register T4(instruction[5:4], instruction[3:2], WriteReg, RegWriteData, RegWrite, clk, reset, ReadData1, ReadData2, BCD_ten, BCD_one);
	 Mux T5(ReadData2, extended, ALUSrc, ALUin);
	 ALU T6(ReadData1, ALUin, ALUOp, Address);
	 DataMemory T7(Address, ReadData2, MemRead, MemWrite, reset, clk, ReadDataMem, led);
	 Mux T8(Address, ReadDataMem, MemtoReg, RegWriteData);
	 PC T9(PC_in, clk, reset, PC_out);
	 multibit_adder T10(PC_out, 8'd1, nextPC);
	 multibit_adder T11(nextPC, extended, AddtoMux);
	 Mux T12(nextPC, AddtoMux, Branch, PC_in);
	 BCDto7 T13(BCD_ten, seg_ten);
	 BCDto7 T14(BCD_one, seg_one);
endmodule
`timescale 1ns / 1ps
module Mux2(
    input[1:0] a,
    input[1:0] b,
    input s,
    output[1:0] out
    );
	 assign out = (s==1'b0) ? a : b;
endmodule
`timescale 1ns / 1ps
module PC(
	 input[7:0] in,
    input clk,
	 input reset,
    output reg [7:0] out
    );
	 initial begin
		out <= 8'd0;
	 end
	 always @(posedge clk, posedge reset) begin
		if(reset) begin
			out <= 8'd0;
		end else begin
			out <= in;
		end
	 end
endmodule
`timescale 1ns / 1ps
module Register(
    input [1:0] ReadReg1,
    input [1:0] ReadReg2,
    input [1:0] WriteReg,
    input [7:0] WriteData,
	 input RegWrite,
	 input clk,
	 input reset,
    output [7:0] ReadData1,
    output [7:0] ReadData2,
    output [3:0] BCD_ten,
    output [3:0] BCD_one
    );
	 reg [7:0] register [3:0];
	 initial begin
		register[0] = 8'd0;
		register[1] = 8'd0;
		register[2] = 8'd0;
		register[3] = 8'd0;
	 end
	 assign BCD_ten = WriteData[7:4];
	 assign BCD_one = WriteData[3:0];
	 assign ReadData1[7:0] = register[ReadReg1];
	 assign ReadData2[7:0] = register[ReadReg2];
	 always @(posedge clk, posedge reset) begin
	   if(reset) begin
			register[0] = 8'd0;
			register[1] = 8'd0;
			register[2] = 8'd0;
			register[3] = 8'd0;
		end else begin
		if(RegWrite==1'b1) begin
			register[WriteReg] = WriteData;
		end	
		end
	 end
endmodule
`timescale 1ns / 1ps
module SignExtend(
    input [1:0] in,
    output [7:0] extended
    );
	 assign extended = {in[1], in[1], in[1], in[1], in[1], in[1], in[1], in[0]};
endmodule
`timescale 1ns / 1ps
module full_adder(
    input a,
    input b,
    input cin,
    output s,
    output cout
    );
	 wire ab;
	 wire bc;
	 wire ca;
	 wire axb;
	 xor T0(axb, a, b);
	 xor T1(s, axb, cin);
	 and T2(ab, a, b);
	 and T3(bc, b, cin);
	 and T4(ca, cin, a);
	 or T5(cout, ab, bc, ca);
endmodule
`timescale 1ns / 1ps
module multibit_adder(
    input [7:0] a,
    input [7:0] b,
    output [7:0] out
    );
	 wire [7:0] cin;
	 full_adder T1(a[0], b[0], 1'b0, out[0], cin[0]);
	 full_adder T2(a[1], b[1], cin[0], out[1], cin[1]);
	 full_adder T3(a[2], b[2], cin[1], out[2], cin[2]);
	 full_adder T4(a[3], b[3], cin[2], out[3], cin[3]);
	 full_adder T5(a[4], b[4], cin[3], out[4], cin[4]);
	 full_adder T6(a[5], b[5], cin[4], out[5], cin[5]);
	 full_adder T7(a[6], b[6], cin[5], out[6], cin[6]);
	 full_adder T8(a[7], b[7], cin[6], out[7], cin[7]);
endmodule
`timescale 1ns / 1ps
module Mux(
    input [7:0] a,
    input [7:0] b,
    input s,
    output [7:0] out
    );
	 assign out = (s==1'b0) ? a : b;
endmodule
`timescale 1ns / 1ps
module testtest(
    input clk50,
    input reset,
    output [6:0] seg_ten,
    output [6:0] seg_one,
	 output led,
	 output ledclk
    );
	wire [7:0] MemByte[31:0];
	wire [7:0] instruction;
	wire [7:0] ReadAddress;
	assign MemByte[0] = {2'b01, 2'b00, 2'b10, 2'b01};  
	assign MemByte[1] = {2'b11, 2'b00, 2'b00, 2'b01};  
	assign MemByte[2] = {2'b00, 2'b01, 2'b10, 2'b00};  
	assign MemByte[3] = {2'b10, 2'b10, 2'b10, 2'b01};  
	assign MemByte[4] = {2'b01, 2'b00, 2'b11, 2'b01};  
	assign instruction = MemByte[ReadAddress];
	Main T1(clk50,instruction,reset, ReadAddress,seg_ten,seg_one, led, ledclk);
endmodule
==> reports/qor.txt <==
CTS tree: yes
Antenna Violating Nets Remaining: 0
Kind of critical path: in -> out
Yosys warns: 225
HP Class: reg -> reg
Worst path slowest cell: clkdlybuf4s50_1
Biggest area cells: dfrtp_1 (26%), dfstp_2 (20%), o21ai_0 (9.5%)
Ports: 18
CP startpoint kind: input port
Vert. Die Dim: 202.4 um
Power Density: 33.51 mW/mm^2
DRT Pass-1 Iters: 5
Worst slew pin tran: 0.9448 ns
Max-Cap Viols: 0
Remaining global-route overflow: 0
Row count: 73
Clock power frac: 48.1%
Clock Skews: 0.005278 ns
Tool Warnings: 47
CP Data Required Time: 4.40 ns
Async set or reset register ratio after synthesis: 89.88%
Wire per inst: 22.56 um
Post-CTS Setup Inserts: 0
Post-synth regs: 326
Layout Cells excl Fill: 2172
Crit path max fanout: 2
Die width: 202.4 um
Worst hold margin: 0.4590 ns
Crit end category: primary output
Synth area leader: dfrtp_1
Die Footprint: 0.04098 mm^2
Synth Area in Adders: 3.083%
Number of hold violations in the final report: 0
Sw frac: 23.65%
Drt drc: 0
Slew HR: 36.74%
Sequence of cells on the critical path: clkdlybuf4s50_1, clkdlybuf4s50_1
DPL Wire Length: 32.89 mm
Initial antenna violation count: 0
Logic family by area: AND-OR/OR-AND gates
Max VDD drop: 0.0001785 V
Ant. Diodes: 0
Area grow syn2layout: 4.616%
H-tree Lvls: 2
Endpoints left unconstrained: 307
Synth Cell Area: 0.01607 mm^2
Main flop type: dfrtp_1
RSZ-0062 raised after global routing: no
Status: finished, final reports clean
Number of global-route vias before repair: 12400
Reg power frac: 43.7%
Power Internal: 0.0004301 W
Vias per cell: 5.700
CTS Hold Bufs: 0
CP max stage delay: 0.58 ns
Cell Type Count: 77
FP Core Util: 40.54%
Setup_tns: 0 ns
Placed Area: 0.01667 mm^2
WL final: 48.99 mm
Final Cycle Share: 59.79%
Post-Synthesis Cells: 1711
First-pass GRT wire length: 76.80 mm
Family with the most delay on the worst path: buffers and inverters
Root buf cell: clkbuf_16
Ys cells: 1711
Crit path buf inv count: 2
Worst-path clk slew: 0.05 ns
Mux share: 5.854%
Critical path arrival: 2.19 ns
Final tally of max-slew violations: 0
GRT Resource Usage Total: 25.60%
Cell mode on critical path: clkdlybuf4s50_1
Core footprint: 0.03964 mm^2
Gp weighted congestion: 1.041
NetSw: 0.0001332 W
Port Buffer Count: 17
Largest net degree at the start of global routing: 203
Area fraction in compound gates: 17.24%
Sequential element share of the synthesized area: 50.76%
Via Count: 12380
Post-synth EDFFs: 1
Synth top area share: 26.31%
Cts bufs inserted: 5
Fmax: 304.1 MHz
Lkg Pwr: 6.529 nW
DP Cell Count: 2164
Mean Syn Cell Area: 9.393 um^2
Post_cts resized: 0
Fin area: 0.01681 mm^2
Yosys stat area: 0.01607 mm^2
Layout cells sized above 1: 12.87%
Count of final setup violators: 0
DR iter-0 viols: 784
Number of fill cells: 3892
Combinational power share: 8.2%
Yosys xor share: 2.001%
Register pins left without a clock: 293
Clock Path Buffers: 2
Simple-Gate Fraction of Synth Area: 17.19%
Worst-Skew Late Latency: 0.27 ns
Crit path time final: 3.288 ns
## cells by family (layout without fill, tap and decap cells)
group / count (synthesis) / count (layout)
adders and majority gates: 36 / 36
and+or+nand+nor: 617 / 617
muxes: 88 / 88
buffers and inverters: 146 / 82
xor gates and xnor gates: 35 / 35
AOI/OAI and AO/OA: 463 / 463
DFF: 326 / 326
## final timing paths
| path | startpoint | end | slack [ns] | depth (start not counted) |
|---|---|---|---|---|
| max | reset | led | 2.21 | 2 |
| min | T1.T0.cnt[31]$_SDFF_PN0_ | T1.T0.cnt[31]$_SDFF_PN0_ | 0.46 | 1 |
| max reg2reg | T1.T0.cnt[2]$_SDFF_PN0_ | T1.T0.cnt[31]$_SDFF_PN0_ | 3.13 | 8 |
| min reg2reg | T1.T0.cnt[31]$_SDFF_PN0_ | T1.T0.cnt[31]$_SDFF_PN0_ | 0.46 | 1 |
## cell usage in the layout, fill, tap and decap left out, types with 7 or more instances in the layout
| master | instances |
|---|---|
| nand2_1 | 364 |
| o21ai_0 | 303 |
| dfrtp_1 | 169 |
| dfstp_2 | 124 |
| nor2_1 | 72 |
| mux2i_1 | 61 |
| nand3_1 | 41 |
| dfxtp_1 | 32 |
| a21oi_1 | 30 |
| buf_4 | 30 |
| ha_1 | 29 |
| inv_1 | 24 |
| mux2_2 | 24 |
| nor3_1 | 22 |
| and3_1 | 21 |
| nor2b_1 | 20 |
| a22oi_1 | 18 |
| xnor2_1 | 18 |
| clkdlybuf4s50_1 | 17 |
| nand4_1 | 16 |
| xor2_1 | 16 |
| a31oi_1 | 15 |
| a22o_1 | 14 |
| nand2b_1 | 12 |
| nor4_1 | 10 |
| and2_1 | 9 |
| a32oi_1 | 9 |
| a21o_1 | 8 |
| o22ai_1 | 8 |
| a221oi_1 | 8 |
| nor3b_1 | 7 |
## power by group through the flow
stage         clock [W]  sequential, W  combinational [W]
CTS            0.000276       0.000246          0.0000492
global route   0.000287       0.000246          0.0000550
finish         0.000271       0.000246          0.0000463
## registers in the layout (all words and copies together), names as in the netlist
signal / count
T1.T0.clkout: 1
T1.T4.register: 32
T1.T7.data: 256
T1.T0.cnt: 32
T1.T9.out: 5
## area by class of cell
type / instances / area (um^2) / area share, %
Tap cell: 525 / 656.9 / 3.907
Sequential cell: 326 / 8158 / 48.52
Inverter: 25 / 101.3 / 0.6028
Timing Repair Buffer: 49 / 435.4 / 2.590
Multi-Input combinational cell: 1239 / 7316 / 43.51
Clock buffer: 8 / 146.4 / 0.8707
## routing by layer
metal  wire length [um]  track usage, %  part of all wire, %
met1              21800           39.11                   45
met2              21690           37.67                   44
met3               3915           6.789                  8.0
met4               1530           6.257                  3.1
met5                 56           1.071                 0.11
## cells in the mapped netlist, types with 11 or more instances
library cell	n
xnor2_1	18
nand4_1	16
nor2_1	72
nor4_1	11
nand2b_1	12
and3_1	21
inv_1	25
clkbuf_1	82
dfrtp_1	169
nand2_1	364
xor2_1	16
buf_4	11
a21oi_1	30
a22oi_1	18
mux2i_1	61
a22o_1	14
buf_2	20
dfxtp_1	32
a31oi_1	15
nand3_1	41
nor2b_1	21
mux2_2	24
dfstp_2	124
nor3_1	22
ha_1	30
o21ai_0	304
## per-stage QoR
step | util, % | total power (W) | worst slack (ns)
global route | 42.42 | 0.0005884 | 2.185
global placement | 42.05 | 0.0003001 | 2.213
floorplan | - | 0.0002814 | 0.7638
detailed placement | 42.05 | 0.0003002 | 2.203
finish | 42.42 | 0.0005633 | 2.212
CTS | 42.42 | 0.0005711 | 2.202
Power figures rest on the tool's default switching activity, not on a simulated workload.
